==> design.v <==
`timescale 1ns / 1ps
module pwm #(parameter CTR_LEN = 8, parameter NUM_OUTPUTS = 1) (
    input clk,
    input rst,
    input [CTR_LEN - 1 : 0] compare [NUM_OUTPUTS : 0],
    output [NUM_OUTPUTS - 1 : 0] pwm
  );
  reg [NUM_OUTPUTS - 1 : 0] pwm_d, pwm_q;
  reg [CTR_LEN - 1: 0] ctr_d, ctr_q;
  assign pwm = pwm_q;
  always_comb begin
    ctr_d = ctr_q + 1'b1;
    for (int i = 0; i < NUM_OUTPUTS; i = i + 1) begin
        if (ctr_d >= compare[i] && ctr_d < compare[i+1])
            pwm_d[i] = 1'b1;
        else
            pwm_d[i] = 1'b0;
    end
  end
  always @(posedge clk) begin
    if (rst) begin
      ctr_q <= 1'b0;
      for (int i = 0; i < NUM_OUTPUTS; i = i + 1) begin
          pwm_q[i] <= 1'b0;
      end
    end else begin
      ctr_q <= ctr_d;
      pwm_q <= pwm_d;
    end
  end
endmodule
==> run.sh <==
#!/bin/bash
# OpenROAD 26Q1-2900-gdf79404cd8, Yosys 0.63+post, stock flow scripts
make -C /OpenROAD-flow-scripts/flow DESIGN_CONFIG=/design/flow/config.mk WORK_HOME=/design/flow/orfs finish
==> config.mk <==
export PLATFORM = sky130hd
export DESIGN_NAME = pwm
export DESIGN_NICKNAME = pwm
export VERILOG_FILES = /design/flow/design.v
export SDC_FILE = /design/flow/constraint.sdc
export NUM_CORES = 4
export LEC_CHECK = 1
export CORE_AREA = 10 10 71 71
export DIE_AREA = 0 0 81 81
export SYNTH_HDL_FRONTEND = slang
==> constraint.sdc <==
current_design pwm

set clk_period 2.2
set clk_io_pct 0.2

create_clock -name clk0 -period $clk_period [get_ports {clk}]

set non_clock_inputs [all_inputs -no_clocks]
set_input_delay [expr $clk_period * $clk_io_pct] -clock clk0 $non_clock_inputs
set_output_delay [expr $clk_period * $clk_io_pct] -clock clk0 [all_outputs]
==> results.sh <==
# yosys + openroad results
export IMPL_cts_root_buf="clkbuf_8"
export IMPL_hold_viol=0
export IMPL_ys_flop_type="dfxtp_1"
export IMPL_holdWs_ns=0.551
export IMPL_hold_end="ctr_q[0]"
export IMPL_yosys_cells=83
export IMPL_dpl_cell_area_um2=997
export IMPL_die_height_um=81
export IMPL_cts_setup_buffers=0
export IMPL_arrival_ns=2.10
export IMPL_grt_setup_unrepaired="false"
export IMPL_core_um2=3630
export IMPL_clkTransAtPathRegs_ns=0.04
export IMPL_r2r_start="ctr_q[0]"
export IMPL_dieArea_um2=6560
export IMPL_grt_pass1_vias=626
export IMPL_skew_ns=0.00233
export IMPL_p_int_mw=0.359
export IMPL_die_w_um=81
export IMPL_ys_warn_count=0
export IMPL_ios=19
export IMPL_postLayoutCellArea_um2=1060
export IMPL_setup_viol_count_final=0
export IMPL_cp_end_kind="register"
export IMPL_antenna_left=0
export IMPL_grt_usage_pct=5.15
export IMPL_r2r_slack_ns=0.22
export IMPL_maxCapViolCount=0
export IMPL_fp_util_pct=19.8
export IMPL_cts_buffers=3
export IMPL_ys_types=20
export IMPL_ys_chip_area_um2=719
export IMPL_viasPerCell=3.79
export IMPL_hp_start="ctr_q[0]"
export IMPL_critPathKind="reg2reg"
export IMPL_antenna_found_initial=0
export IMPL_fin_crit_ns=1.98
export IMPL_warning_count=25
export IMPL_syn_area_um2=719
export IMPL_dp_hpwl_mm=1.30
export IMPL_numSynthFlops=9
export IMPL_hp_class="reg2reg"
export IMPL_syn_inst=83
export IMPL_drv_slew=0
export IMPL_drc=0
export IMPL_drive_gt1_share_pct=13.6
export IMPL_drt_pass1_iter_count=2
export IMPL_fmax_ghz=0.504
export IMPL_r2r_end="pwm"
export IMPL_num_antenna_cells=0
export IMPL_wl_mm=1.52
export IMPL_relSlewSlack_pct=75.7
export IMPL_crit_path_start_kind="register"
export IMPL_fin_crit_sh_pct=90.2
export IMPL_p_switching_mw=0.107
export IMPL_p_leak_nw=0.521
export IMPL_cts_tree="built"
export IMPL_pwr_share_clk_pct=39.9
export IMPL_edf_count=0
export IMPL_combPwrFrac_pct=22.9
export IMPL_status="completed"
export IMPL_clock_path_buffers=2
export IMPL_worstPathMaxFanout=4
export IMPL_peakVddDrop_v=0.000406
export IMPL_grt_pass1_wl_mm=2.77
export IMPL_power_mw=0.466
export IMPL_rr_worst_depth=9
export IMPL_setup_tns_final_ns=0
export IMPL_min_path_cells=2
export IMPL_drt_iter0_drc=16
export IMPL_io_buffers=18
export IMPL_syn_to_final_growth_pct=47.0
export IMPL_p_sw_share_pct=23.0
export IMPL_ys_seq_share_pct=25.0
export IMPL_vias=599
export IMPL_htreeDepth=1
export IMPL_worst_slew_pin_slew_ns=0.364
export IMPL_grt_max_degree=10
export IMPL_rows=22
export IMPL_p_seq_share_pct=37.2
export IMPL_gp_congestion=0.758
export IMPL_gr_total_overflow=0
export IMPL_cp_required_ns=2.31
export IMPL_clock_latency_ns=0.23
export IMPL_syn_avg_cell_area_um2=8.67
export IMPL_cts_sinks=9
export IMPL_cts_hold_buf=0
export IMPL_wl_per_cell_um=9.61
export IMPL_pwr_density_cell_nw_per_um2=441
export IMPL_async_flop_share_pct=0
per-layer routing:
layer	vias to the layer above	GRT usage, %	wire (µm)	part of all wire, %
li1	328	-	-	-
met1	254	7.43	818	54
met2	15	7.25	585	39
met3	2	2.23	106	7.0
met4	0	0.346	8	0.53
met5	-	0	0	0
kinds of logic (layout without fill, tap and decap cells):
| family | count (synthesis) | count (layout) | share of synthesized area (%) |
|---|---|---|---|
| buf+inv | 16 | 43 | 8.35 |
| flops | 9 | 9 | 25.0 |
| fa+ha+maj | 16 | 16 | 27.8 |
| xor+xnor | 6 | 6 | 7.30 |
| compound gates | 11 | 11 | 13.2 |
| simple gates | 25 | 25 | 18.3 |
Yosys cell counts (2+ instances only):
master / n / area, µm²
a21oi_1: 2 / 10.0
dfxtp_1: 9 / 180
ha_1: 16 / 200
inv_1: 16 / 60.1
nand2_1: 8 / 30.0
nor2_1: 5 / 18.8
nor2b_1: 7 / 43.8
nor3_1: 2 / 10.0
o21ai_0: 3 / 15.0
xnor2_1: 2 / 17.5
xor2_1: 4 / 35.0
what timing repair did:
action | CTS | global route
endpoints found under the hold margin | 0 | 0
resized | 0 | 5
setup endpoints to repair | 0 | 1
state kept, by name, summed over array words and instances, names as in the netlist:
name,flops
ctr_q,8
pwm,1
cell type report:
class	instances	area, µm²
inverters	16	60.1
fillers	393	2580
well taps	48	60.1
clock buffers	4	45.0
flip-flops and latches	9	181
repair buffers	23	218
multi-input cells	58	493
placed cells by master (no fill, tap or decap), types with 2 or more instances in the layout:
cell             count
nor3_1               2
clkbuf_8             3
dfxtp_1              8
a2111oi_2            2
xnor2_1              2
nor2_1               4
xor2_1               4
a21oi_1              2
nand2_1              8
o21ai_0              3
ha_1                16
clkdlybuf4s50_1     18
inv_1               16
nor2b_1              7
buf_4                5
power by group through the flow:
stage     Clock (mW)  Sequential, mW  Combinational, mW
6_report       0.186           0.173              0.107
5_1_grt        0.208           0.174              0.118
4_1_cts        0.191           0.173              0.105
worst max-delay path, stage by stage (launching register included):
cell,delay (ns)
dfxtp_2,0.36
ha_1,0.19
nand3_1,0.14
nor2_2,0.15
xor2_1,0.19
buf_4,0.14
ha_1,0.21
nand2_1,0.10
o21ai_0,0.11
o311a_1,0.29
metrics by stage:
step / util, % / instances / worst slack, ns
2_1_floorplan: - / 83 / 0.290
3_3_place_gp: 27.4 / 154 / -0.0392
3_5_place_dp: 27.4 / 154 / 0.0172
4_1_cts: 28.7 / 158 / 0.0117
5_1_grt: 29.1 / 158 / 0.0231
6_report: 29.1 / 158 / 0.217
how the worst max path moves through the flow:
stage / startpoint / end / slack [ns]
CTS: ctr_q[0] / pwm / 0.01
global route: ctr_q[2] / pwm / 0.02
finish: ctr_q[0] / pwm / 0.22
Power is estimated from default activity; no workload was simulated.
