## design/flow/config.mk

```make
export PLATFORM = sky130hd
export DESIGN_NAME = segments
export DESIGN_NICKNAME = segments
export VERILOG_FILES = /design/flow/design.v
export SDC_FILE = /design/flow/constraint.sdc
export NUM_CORES = 4
export LEC_CHECK = 1
export CORE_UTILIZATION = 30
export SYNTH_HDL_FRONTEND = slang
export SYNTH_MEMORY_MAX_BITS = 65536
```

## design/flow/constraint.sdc

```tcl
current_design segments

set clk_period 31.1
set clk_io_pct 0.2

create_clock -name clk0 -period $clk_period

set non_clock_inputs [all_inputs -no_clocks]
set_input_delay [expr $clk_period * $clk_io_pct] -clock clk0 $non_clock_inputs
set_output_delay [expr $clk_period * $clk_io_pct] -clock clk0 [all_outputs]
```

## design/flow/design.v

```verilog
`timescale 1ns / 1ps
typedef struct packed {
    logic a, b, c, d, e, f, g;
} digit;
localparam digit OFF_DIGIT = '{a:0, b:0, c:0, d:0, e:0, f:0, g:0};
localparam digit FLASH_DIGIT = '{a:1, b:1, c:1, d:1, e:1, f:1, g:1};
localparam int NUM_DATA_BITS = 20;
module segments (
    input [(NUM_DATA_BITS - 1):0][7:0] data,
    output digit ls_10, ls_1, rs_10, rs_1, m_10, m_1, s_10, s_1,
    output logic white_on_left, white_on_right,
    output logic left_to_ind, right_to_ind, ref_to_ind,
    output logic one, slash, two, overtime, sdn_dth,
    output colon,
    output logic [1:0] brightness
);
    wire off;
    wire [NUM_DATA_BITS - 1:0] bit_ands;
    genvar i;
    generate
        for (i = 0; i < NUM_DATA_BITS; i = i + 1) begin
            assign bit_ands[i] = |data[i];
        end
    endgenerate
    assign off = ~(|bit_ands);
    wire flash;
    assign flash = data[0][1];
    wire white_assigned_to_right;
    assign white_assigned_to_right = data[0][0];
    wire [7:0] ls_bcd;
    wire ls_leading_zero;
    wire [6:0] left_score;
    assign left_score = white_assigned_to_right ? data[6][6:0] : data[7][6:0];
    bin_to_bcd ls_bin_to_bcd(left_score, ls_bcd, ls_leading_zero);
    digit ls_10_values;
    data_to_digit ls_10_digit(ls_bcd[7:4], ls_10_values);
    assign ls_10 = flash ? FLASH_DIGIT : (ls_leading_zero || off) ? OFF_DIGIT : ls_10_values;
    digit ls_1_values;
    data_to_digit ls_1_digit(ls_bcd[3:0], ls_1_values);
    assign ls_1 = flash ? FLASH_DIGIT : off ? OFF_DIGIT : ls_1_values;
    wire [7:0] rs_bcd;
    wire rs_leading_zero;
    wire [6:0] right_score;
    assign right_score = white_assigned_to_right ? data[7][6:0] : data[6][6:0];
    bin_to_bcd rs_bin_to_bcd(right_score, rs_bcd, rs_leading_zero);
    digit rs_10_values;
    data_to_digit rs_10_digit(rs_bcd[7:4], rs_10_values);
    assign rs_10 = flash ? FLASH_DIGIT : (rs_leading_zero || off) ? OFF_DIGIT : rs_10_values;
    digit rs_1_values;
    data_to_digit rs_1_digit(rs_bcd[3:0], rs_1_values);
    assign rs_1 = flash ? FLASH_DIGIT : off ? OFF_DIGIT : rs_1_values;
    logic [6:0] minutes;
    logic [6:0] seconds;
    shortint unsigned time_secs;
    always_comb begin
        time_secs[15:8] = data[2];
        time_secs[7:0] = data[3];
    end
    always_comb begin
        if (time_secs >= 6000) begin
            minutes = 100;   
            seconds = 100;
        end else begin
            minutes = 7'(time_secs / 16'd60);
            seconds = 7'(time_secs % 16'd60);
        end
    end
    shortint unsigned timeout_secs;
    assign timeout_secs[7:0] = data[5];
    assign timeout_secs[12:8] = data[4][4:0];
    assign timeout_secs[15:13] = 3'b0;
    logic [6:0] timeout_time;
    always_comb begin
        if (timeout_secs >= 16'd100) begin
            timeout_time = 100;   
        end else begin
            timeout_time = timeout_secs[6:0];
        end
    end
    logic is_bto, is_wto;
    assign is_bto = data[4][7:5] == 3'd1;
    assign is_wto = data[4][7:5] == 3'd2;
    wire [7:0] m_bcd;
    wire m_leading_zero;
    bin_to_bcd m_bin_to_bcd(minutes, m_bcd, m_leading_zero);
    digit m_10_values;
    data_to_digit m_10_digit(m_bcd[7:4], m_10_values);
    assign m_10 = flash ? FLASH_DIGIT : (m_leading_zero || off || is_bto || is_wto) ? OFF_DIGIT : m_10_values;
    digit m_1_values;
    data_to_digit m_1_digit(m_bcd[3:0], m_1_values);
    assign m_1 = flash ? FLASH_DIGIT : (off || is_bto || is_wto) ? OFF_DIGIT : m_1_values;
    wire [7:0] s_bcd;
    wire s_leading_zero;
    bin_to_bcd s_bin_to_bcd((is_bto || is_wto) ? timeout_time : seconds, s_bcd, s_leading_zero);
    digit s_10_values;
    data_to_digit s_10_digit(s_bcd[7:4], s_10_values);
    assign s_10 = flash ? FLASH_DIGIT : off ? OFF_DIGIT : s_10_values;
    digit s_1_values;
    data_to_digit s_1_digit(s_bcd[3:0], s_1_values);
    assign s_1 = flash ? FLASH_DIGIT : off ? OFF_DIGIT : s_1_values;
    assign left_to_ind = flash | (white_assigned_to_right ? is_bto : is_wto);
    assign right_to_ind = flash | (white_assigned_to_right ? is_wto : is_bto);
    assign ref_to_ind = data[4][7:5] == 3'd3 | data[4][7:5] == 3'd4 | flash;
    assign white_on_left = off ? 1'b0 : flash | !white_assigned_to_right;
    assign white_on_right = off ? 1'b0 : flash | white_assigned_to_right;
    always_comb begin
        case (data[1][3:0])
            4'd0: begin   
                one = flash;
                slash = flash;
                two = flash;
                overtime = flash;
                sdn_dth = flash;
            end
            4'd1: begin   
                one = 1;
                slash = flash;
                two = flash;
                overtime = flash;
                sdn_dth = flash;
            end
            4'd2: begin   
                one = 1;
                slash = 1;
                two = 1;
                overtime = flash;
                sdn_dth = flash;
            end
            4'd3: begin   
                one = flash;
                slash = flash;
                two = 1;
                overtime = flash;
                sdn_dth = flash;
            end
            4'd4: begin   
                one = flash;
                slash = flash;
                two = flash;
                overtime = 1;
                sdn_dth = flash;
            end
            4'd5: begin   
                one = 1;
                slash = flash;
                two = flash;
                overtime = 1;
                sdn_dth = flash;
            end
            4'd6: begin   
                one = 1;
                slash = 1;
                two = 1;
                overtime = 1;
                sdn_dth = flash;
            end
            4'd7: begin   
                one = flash;
                slash = flash;
                two = 1;
                overtime = 1;
                sdn_dth = flash;
            end
            4'd8,   
            4'd9: begin   
                one = flash;
                slash = flash;
                two = flash;
                overtime = 1;
                sdn_dth = 1;
            end
            default: begin
                one = flash;
                slash = flash;
                two = flash;
                overtime = flash;
                sdn_dth = flash;
            end
        endcase
    end
    assign colon = ~off;
    assign brightness = data[0][4:3];
endmodule
module bin_to_bcd (
    input [6:0] bin,
    output reg [7:0] bcd,
    output reg leading_zero
);
    always @(*) begin
        case (bin) 
            7'b0000000: bcd = 8'b00000000;   
            7'b0000001: bcd = 8'b00000001;   
            7'b0000010: bcd = 8'b00000010;   
            7'b0000011: bcd = 8'b00000011;   
            7'b0000100: bcd = 8'b00000100;   
            7'b0000101: bcd = 8'b00000101;   
            7'b0000110: bcd = 8'b00000110;   
            7'b0000111: bcd = 8'b00000111;   
            7'b0001000: bcd = 8'b00001000;   
            7'b0001001: bcd = 8'b00001001;   
            7'b0001010: bcd = 8'b00010000;   
            7'b0001011: bcd = 8'b00010001;   
            7'b0001100: bcd = 8'b00010010;   
            7'b0001101: bcd = 8'b00010011;   
            7'b0001110: bcd = 8'b00010100;   
            7'b0001111: bcd = 8'b00010101;   
            7'b0010000: bcd = 8'b00010110;   
            7'b0010001: bcd = 8'b00010111;   
            7'b0010010: bcd = 8'b00011000;   
            7'b0010011: bcd = 8'b00011001;   
            7'b0010100: bcd = 8'b00100000;   
            7'b0010101: bcd = 8'b00100001;   
            7'b0010110: bcd = 8'b00100010;   
            7'b0010111: bcd = 8'b00100011;   
            7'b0011000: bcd = 8'b00100100;   
            7'b0011001: bcd = 8'b00100101;   
            7'b0011010: bcd = 8'b00100110;   
            7'b0011011: bcd = 8'b00100111;   
            7'b0011100: bcd = 8'b00101000;   
            7'b0011101: bcd = 8'b00101001;   
            7'b0011110: bcd = 8'b00110000;   
            7'b0011111: bcd = 8'b00110001;   
            7'b0100000: bcd = 8'b00110010;   
            7'b0100001: bcd = 8'b00110011;   
            7'b0100010: bcd = 8'b00110100;   
            7'b0100011: bcd = 8'b00110101;   
            7'b0100100: bcd = 8'b00110110;   
            7'b0100101: bcd = 8'b00110111;   
            7'b0100110: bcd = 8'b00111000;   
            7'b0100111: bcd = 8'b00111001;   
            7'b0101000: bcd = 8'b01000000;   
            7'b0101001: bcd = 8'b01000001;   
            7'b0101010: bcd = 8'b01000010;   
            7'b0101011: bcd = 8'b01000011;   
            7'b0101100: bcd = 8'b01000100;   
            7'b0101101: bcd = 8'b01000101;   
            7'b0101110: bcd = 8'b01000110;   
            7'b0101111: bcd = 8'b01000111;   
            7'b0110000: bcd = 8'b01001000;   
            7'b0110001: bcd = 8'b01001001;   
            7'b0110010: bcd = 8'b01010000;   
            7'b0110011: bcd = 8'b01010001;   
            7'b0110100: bcd = 8'b01010010;   
            7'b0110101: bcd = 8'b01010011;   
            7'b0110110: bcd = 8'b01010100;   
            7'b0110111: bcd = 8'b01010101;   
            7'b0111000: bcd = 8'b01010110;   
            7'b0111001: bcd = 8'b01010111;   
            7'b0111010: bcd = 8'b01011000;   
            7'b0111011: bcd = 8'b01011001;   
            7'b0111100: bcd = 8'b01100000;   
            7'b0111101: bcd = 8'b01100001;   
            7'b0111110: bcd = 8'b01100010;   
            7'b0111111: bcd = 8'b01100011;   
            7'b1000000: bcd = 8'b01100100;   
            7'b1000001: bcd = 8'b01100101;   
            7'b1000010: bcd = 8'b01100110;   
            7'b1000011: bcd = 8'b01100111;   
            7'b1000100: bcd = 8'b01101000;   
            7'b1000101: bcd = 8'b01101001;   
            7'b1000110: bcd = 8'b01110000;   
            7'b1000111: bcd = 8'b01110001;   
            7'b1001000: bcd = 8'b01110010;   
            7'b1001001: bcd = 8'b01110011;   
            7'b1001010: bcd = 8'b01110100;   
            7'b1001011: bcd = 8'b01110101;   
            7'b1001100: bcd = 8'b01110110;   
            7'b1001101: bcd = 8'b01110111;   
            7'b1001110: bcd = 8'b01111000;   
            7'b1001111: bcd = 8'b01111001;   
            7'b1010000: bcd = 8'b10000000;   
            7'b1010001: bcd = 8'b10000001;   
            7'b1010010: bcd = 8'b10000010;   
            7'b1010011: bcd = 8'b10000011;   
            7'b1010100: bcd = 8'b10000100;   
            7'b1010101: bcd = 8'b10000101;   
            7'b1010110: bcd = 8'b10000110;   
            7'b1010111: bcd = 8'b10000111;   
            7'b1011000: bcd = 8'b10001000;   
            7'b1011001: bcd = 8'b10001001;   
            7'b1011010: bcd = 8'b10010000;   
            7'b1011011: bcd = 8'b10010001;   
            7'b1011100: bcd = 8'b10010010;   
            7'b1011101: bcd = 8'b10010011;   
            7'b1011110: bcd = 8'b10010100;   
            7'b1011111: bcd = 8'b10010101;   
            7'b1100000: bcd = 8'b10010110;   
            7'b1100001: bcd = 8'b10010111;   
            7'b1100010: bcd = 8'b10011000;   
            7'b1100011: bcd = 8'b10011001;   
            default: bcd = 8'b11111111;   
        endcase
        case (bin)
            7'b0000000,
            7'b0000001,
            7'b0000010,
            7'b0000011,
            7'b0000100,
            7'b0000101,
            7'b0000110,
            7'b0000111,
            7'b0001000,
            7'b0001001: leading_zero = 1'b1;
            default: leading_zero = 1'b0;
        endcase
    end
endmodule
module data_to_digit (
    input [3:0] data,
    output digit seg
);
    always @(*) begin
        case (data)
            4'b0000: seg = '{a:1, b:1, c:1, d:1, e:1, f:1, g:0};  
            4'b0001: seg = '{a:0, b:1, c:1, d:0, e:0, f:0, g:0};  
            4'b0010: seg = '{a:1, b:1, c:0, d:1, e:1, f:0, g:1};  
            4'b0011: seg = '{a:1, b:1, c:1, d:1, e:0, f:0, g:1};  
            4'b0100: seg = '{a:0, b:1, c:1, d:0, e:0, f:1, g:1};  
            4'b0101: seg = '{a:1, b:0, c:1, d:1, e:0, f:1, g:1};  
            4'b0110: seg = '{a:1, b:0, c:1, d:1, e:1, f:1, g:1};  
            4'b0111: seg = '{a:1, b:1, c:1, d:0, e:0, f:0, g:0};  
            4'b1000: seg = '{a:1, b:1, c:1, d:1, e:1, f:1, g:1};  
            4'b1001: seg = '{a:1, b:1, c:1, d:1, e:0, f:1, g:1};  
            4'b1010,
            4'b1011,
            4'b1100,
            4'b1101,
            4'b1110,
            4'b1111: seg = '{a:0, b:0, c:0, d:0, e:0, f:0, g:1};  
        endcase
    end
endmodule
```

## design/flow/run.sh

```bash
#!/bin/bash
# OpenROAD 26Q1-2900-gdf79404cd8, Yosys 0.63+post, stock flow scripts
make -C /OpenROAD-flow-scripts/flow DESIGN_CONFIG=/design/flow/config.mk WORK_HOME=/design/flow/orfs finish
```

==> flow_summary.json <==
{
  "clkbuf_count": 0,
  "drt_wl_total_mm": 24.5,
  "period_used_pct": 65.9,
  "rsz0062_at_grt": "no",
  "ys_cells": 1019,
  "crit_start": "data[19]",
  "hold_class": "in2out",
  "drive_gt1_share_pct": 5.74,
  "ys_area_sq_mm": 0.00654,
  "cp.required_ns": 24.88,
  "postPlaceCellArea_sq_mm": 0.00896,
  "layout.area.seq_sq_um": 0,
  "powerDensity_mw_per_mm2": 22.7,
  "grt_pass1_vias": 7773,
  "crit_slowest_cell": "clkdlybuf4s50_1",
  "antenna_left": 0,
  "yosysTopAreaCell": "ha_1",
  "relSlewSlack_pct": 42.7,
  "post-cts-setup-buffers": 0,
  "utilization_pct": 42.2,
  "post_drt_wl_per_cell_um": 16.6,
  "track_usage_pct": 21.8,
  "drt-pass1-iter-count": 5,
  "coreArea_sq_mm": 0.0212,
  "post-route-cell-area_sq_mm": 0.00896,
  "status": "finished, final reports clean",
  "vias_per_cell": 5.72,
  "tool_warnings": 82,
  "die_height_um": 150,
  "initCoreUtil_pct": 30.8,
  "rows": 53,
  "grt_pass1_wl_mm": 39.4,
  "switching_share_pct": 55.2,
  "p_switching_mw": 0.112,
  "topCellsByArea": "ha_1 12%, o21ai_0 8.0%, nand2_1 7.1%",
  "worstPathMaxFanout": 16,
  "cp_data_arrival_time_ns": 14.26,
  "vias": 8444,
  "syn_to_final_growth_pct": 37.1,
  "post-place-ws_ns": 10.71,
  "synth_cells": 1019,
  "hold_buffers": 0,
  "drc": 0,
  "yosysTopAreaCellShare_pct": 11.9,
  "syn-cell-area_sq_mm": 0.00654,
  "cp-start-kind": "input pin",
  "drtIter0Drc": 674,
  "die-area_sq_mm": 0.0224,
  "die_w_um": 150,
  "cp-endpoint": "s_1[3]",
  "antenna_found_initial": 0,
  "antenna-diode-count": 0,
  "gr-total-overflow": 0,
  "worst_slew_pin_slew_ns": 0.851,
  "finalSetupTns_ns": 0,
  "slew_violations": 0,
  "post_cts_resized": 0,
  "power_mw": 0.204,
  "p_int_mw": 0.0913,
  "hpwl_mm": 20.1,
  "cap_violations": 0,
  "min_from": "data[3]",
  "ys_types": 96,
  "grt_max_degree": 34,
  "portBuffers": 229,
  "setup_ws_ns": 10.62,
  "io_pins": 229,
  "slowest_delay_ns": 0.82,
  "setup-violations-final": 0,
  "end_kind": "output pin",
  "ff_count": 0,
  "timing.fmax_ghz": 0.0488,
  "fillers": 2186,
  "place_congestion": 0.964,
  "combPwrFrac_pct": 100.0,
  "critical_path_class": "in2out",
  "avgSynthCellArea_sq_um": 6.41,
  "p_seq_share_pct": 0,
  "p_clk_share_pct": 0,
  "final_hold_viol_count": 0,
  "p_leak_nw": 3.45,
  "ir_worst_vdd_mv": 0.00972,
  "ys_seq_share_pct": 0,
  "fin_crit_ns": 20.48,
  "yosys_warnings": 0
}
-- placed cells by master, fill, tap and decap left out, drive strengths merged, types with 10 or more instances in the layout --
cell and instances:
o21ai 119, o211ai 25, a31oi 12, nand4 14, clkdlybuf4s50 229, nor4 40, inv 48, xnor2 13
o31ai 15, mux2i 30, and2 14, nand3 34, buf 10, a211oi 26, nand2 124, nor3 18
o22ai 13, nor2 101, mux2 19, a21oi 76, ha 62
-- power by group through the flow --
stage | Combinational (mW) | Sequential [mW] | Clock [mW]
4_1_cts | 0.203 | 0 | 0
5_1_grt | 0.226 | 0 | 0
6_report | 0.204 | 0 | 0
-- worst min-delay path by stage --
stage / end / cells after the start
CTS: brightness[0] / 2
finish: brightness[0] / 2
global route: brightness[0] / 2
-- through the flow --
step / std cells / hold slack, ns
global placement: 1477 / 13.32
finish: 1477 / 13.32
CTS: 1477 / 13.32
floorplan: 1019 / 12.47
global route: 1477 / 13.34
detailed placement: 1477 / 13.32
-- per-layer routing --
layer  wire [um]  global-route usage, %
met1       10800                   29.8
met2       11600                   36.7
met3        1440                   2.17
met4         686                   5.41
met5           0                      0
-- layout make-up --
type	count	area, sq um	area share [%]
inverter	48	180	2.01
multi-input combinational	915	6070	67.7
tap	275	344	3.84
timing repair buffer	239	2370	26.4
-- critical path, delay by kind of cell --
kind                     cells  cell delay (ns)
AND-OR/OR-AND               14             4.42
XOR/XNOR                     1             0.22
adder cells (fa/ha/maj)      2             0.61
buffers and inverters        3             1.45
multiplexers                 1             0.29
AND/OR/NAND/NOR              4             1.06
-- synthesized netlist by cell type (5+ instances only) --
cell type	n
inv_1	47
buf_4	7
o211a_1	6
a311oi_1	9
nor3_1	18
o31a_1	6
and3_1	7
mux2_2	16
o21ai_1	12
buf_1	5
o221a_2	5
buf_6	5
nand3_1	34
a211o_1	6
xnor2_1	13
o211ai_1	25
nand2_1	124
nor2b_1	7
a31oi_1	12
and2_1	12
o22ai_1	11
nand2b_1	6
o31ai_1	12
clkbuf_1	31
nor2_1	99
o21a_1	6
o21ai_0	105
nor4_1	40
ha_1	62
buf_2	7
mux2i_1	30
a21oi_1	74
or3_1	7
a21o_1	6
nand4_1	14
a211oi_1	23
-- cell families after synthesis --
kind of cell | Yosys count | share of synthesized area, %
AOI/OAI and AO/OA | 393 | 41.8
adders and majority gates | 65 | 12.3
muxes | 50 | 8.27
and+or+nand+nor | 391 | 28.4
xor gates and xnor gates | 16 | 2.14
buffers and inverters | 104 | 7.10
No activity file was given, so power comes from the tool's default toggle rates.
