==> ./design.v <==
`timescale 1ns / 1ps
module UART_RX
  #(parameter CLKS_PER_BIT = 217)
  (
   input            i_Rst_L,
   input            i_Clock,
   input            i_RX_Serial,
   output reg       o_RX_DV,
   output reg [7:0] o_RX_Byte
   );
  localparam IDLE         = 3'b000;
  localparam RX_START_BIT = 3'b001;
  localparam RX_DATA_BITS = 3'b010;
  localparam RX_STOP_BIT  = 3'b011;
  localparam CLEANUP      = 3'b100;
  reg [$clog2(CLKS_PER_BIT)-1:0] r_Clock_Count;
  reg [2:0] r_Bit_Index;  
  reg [2:0] r_SM_Main;
  always @(posedge i_Clock or negedge i_Rst_L)
  begin
    if (~i_Rst_L)
    begin
      r_SM_Main <= 3'b000;
      o_RX_DV   <= 1'b0;
    end
    else
    begin
      case (r_SM_Main)
      IDLE :
        begin
          o_RX_DV       <= 1'b0;
          r_Clock_Count <= 0;
          r_Bit_Index   <= 0;
          if (i_RX_Serial == 1'b0)           
            r_SM_Main <= RX_START_BIT;
          else
            r_SM_Main <= IDLE;
        end
      RX_START_BIT :
        begin
          if (r_Clock_Count == (CLKS_PER_BIT-1)/2)
          begin
            if (i_RX_Serial == 1'b0)
            begin
              r_Clock_Count <= 0;   
              r_SM_Main     <= RX_DATA_BITS;
            end
            else
              r_SM_Main <= IDLE;
          end
          else
          begin
            r_Clock_Count <= r_Clock_Count + 1;
            r_SM_Main     <= RX_START_BIT;
          end
        end  
      RX_DATA_BITS :
        begin
          if (r_Clock_Count < CLKS_PER_BIT-1)
          begin
            r_Clock_Count <= r_Clock_Count + 1;
            r_SM_Main     <= RX_DATA_BITS;
          end
          else
          begin
            r_Clock_Count          <= 0;
            o_RX_Byte[r_Bit_Index] <= i_RX_Serial;
            if (r_Bit_Index < 7)
            begin
              r_Bit_Index <= r_Bit_Index + 1;
              r_SM_Main   <= RX_DATA_BITS;
            end
            else
            begin
              r_Bit_Index <= 0;
              r_SM_Main   <= RX_STOP_BIT;
            end
          end
        end  
      RX_STOP_BIT :
        begin
          if (r_Clock_Count < CLKS_PER_BIT-1)
          begin
            r_Clock_Count <= r_Clock_Count + 1;
            r_SM_Main     <= RX_STOP_BIT;
          end
          else
          begin
            o_RX_DV       <= 1'b1;
            r_Clock_Count <= 0;
            r_SM_Main     <= CLEANUP;
          end
        end  
      CLEANUP :
        begin
          r_SM_Main <= IDLE;
          o_RX_DV   <= 1'b0;
        end
      default :
        r_SM_Main <= IDLE;
    endcase
    end  
  end  
endmodule  
==> ./run.sh <==
#!/bin/bash
# OpenROAD 26Q1-2900-gdf79404cd8, Yosys 0.63+post, stock flow scripts
make -C /OpenROAD-flow-scripts/flow DESIGN_CONFIG=/design/flow/config.mk WORK_HOME=/design/flow/orfs finish
==> ./config.mk <==
export PLATFORM = sky130hd
export DESIGN_NAME = UART_RX
export DESIGN_NICKNAME = UART_RX
export VERILOG_FILES = /design/flow/design.v
export SDC_FILE = /design/flow/constraint.sdc
export NUM_CORES = 4
export LEC_CHECK = 1
export CORE_AREA = 10 10 101 101
export DIE_AREA = 0 0 111 111
export SYNTH_HDL_FRONTEND = slang
==> ./constraint.sdc <==
current_design UART_RX

set clk_period 2.7
set clk_io_pct 0.2

create_clock -name clk0 -period $clk_period [get_ports {i_Clock}]

set non_clock_inputs [all_inputs -no_clocks]
set_input_delay [expr $clk_period * $clk_io_pct] -clock clk0 $non_clock_inputs
set_output_delay [expr $clk_period * $clk_io_pct] -clock clk0 [all_outputs]
==> out/metrics.yaml <==
dieWidth_um: 111
skew_ns: 0.00147
cts_resized: 0
antenna_found_initial: 0
vdd.ir_drop.worst_uv: 259
hold_viol: 0
dieArea_sq_um: 12300
cts_num_sinks: 25
drtIter0Drc: 29
hold_start: "r_SM_Main[1]$_DFF_PN0_"
endpoint_kind: "register"
edf_count: 19
p_leak_uw: 0.000520
syn-cell-area_sq_um: 1230
fin_crit_ns: 1.79
fmax_mhz: 558
fin_tns_setup_ns: 0
coreArea_sq_um: 8130
crit_path_start_kind: "input port"
mostFrequentLayoutCell: "edfxtp_1"
yosysWarnings: 0
dr.pass1.iters: 4
fillCellCount: 868
post-route-cell-area_sq_um: 1510
grt_max_degree: 15
syn_to_final_growth_pct: 22.8
syn_area_per_cell_sq_um: 11.7
gp_congestion: 0.790
cts_tree: "yes"
vias: 820
dpl_cell_area_sq_um: 1460
ys_area_sq_um: 1230
cts.htree.levels: 1
async_flop_share_pct: 24.0
rsz0062_at_grt: "no"
tool_warnings: 26
worstRegToRegCells: 3
drive_gt1_share_pct: 10.9
drt.antenna.violating_nets: 0
critPathRequiredTime_ns: 2.62
setup_viol: 0
synth_cell_type_count: 33
cts_made_buffers: 3
crit-reg2reg-capture: "r_Clock_Count[0]$_SDFFCE_PN0P_"
holdBufCountCts: 0
timing.final.ws_setup_ns: 0.908
clock_path_buffers: 2
ff2ff_setup_slack_ns: 1.13
port_buffers: 11
grt_pass1_vias: 765
crit_chain: "clkdlybuf4s50_1 > a21boi_0"
drt-total-wl_mm: 2.17
initial_core_util_pct: 15.1
die_h_um: 111
period_used_pct: 66.4
numSynthFlops: 25
drv_cap: 0
slew_violations: 0
grt_first_pass_wirelength_mm: 3.78
pre_cts_ws_ns: 0.612
rows: 33
worstSkewPairLatency_ns: 0.26
worstSetupPathDepth: 2
grt_overflow: 0
crit_fanout: 11
diodes: 0
crit_type: "in2reg"
maxSlewHeadroom_pct: 69.4
whs_endpoint: "r_SM_Main[0]$_DFF_PN1_"
via_per_inst: 3.66
cp_slowest_stage_delay_ns: 0.72
pin_count: 12
dp_hpwl_mm: 1.58
post_drt_wl_per_cell_um: 9.67
combGateArea_sq_um: 478
layout_top_cells: "edfxtp_1, clkdlybuf4s50_1, nor2_1"
worstMarginPinSlew_ns: 0.459
post_cts.repair.setup_buffers: 0
regArea_sq_um: 722
ys_cells: 105
cp.arrival_ns: 1.71
cellPowerDensity_nw_per_um2: 811
path_delay_family: "buffers and inverters"
holdCritPathClass: "reg2reg"
cts_root_buffer: "clkbuf_8"
path_clk_slew_ns: 0.08
status: "complete, no violations"
syn_inst: 105
rr_startpoint: "r_Clock_Count[3]$_SDFFCE_PN0P_"
path_buffers: 1
ff_type: "edfxtp_1"
gr-usage-all-layers_pct: 3.55
whs_path_depth: 2
drc: 0
ys_seq_share_pct: 58.7
crit_slowest_cell: "clkdlybuf4s50_1"
-- metrics by stage --
stage	util, %	std cells	total power, uW	hold slack [ns]
floorplan	-	105	914	0.244
global placement	18.0	220	1010	0.523
detailed placement	18.0	220	1020	0.502
CTS	18.6	224	1230	0.526
global route	18.6	224	1320	0.599
finish	18.6	224	1220	0.521
-- worst register-to-register path: stages (launching register included) --
cell      delay (ns)
edfxtp_1        0.51
and4_4          0.24
nand4_1         0.14
o211a_1         0.36
-- area by class of cell --
cell class,instances,area share (%)
inverters,6,1.49
well taps,105,8.70
flip-flops and latches,25,47.8
clock inverters,1,0.331
repair buffers,11,7.29
multi-input cells,73,31.6
clock buffers,3,2.73
-- cells in the mapped netlist (2+ instances only) --
library cell	number	area (sq um)
nor3_1	3	15.0
ha_1	3	37.5
inv_1	6	22.5
nor2_1	10	37.5
nand2b_1	2	12.5
nand4_1	4	25.0
and2_1	3	18.8
edfxtp_1	19	571
a22oi_2	3	37.5
xor2_1	3	26.3
a21oi_1	7	35.0
and3_1	4	25.0
dfrtp_1	5	125
o21ai_0	4	20.0
nand3_1	4	20.0
or3_1	3	18.8
nand2_1	6	22.5
-- worst max path at each step --
stage / from / to / slack, ns
final: i_Rst_L / r_Bit_Index[1]$_SDFFCE_PP0P_ / 0.91
after global routing: i_Rst_L / o_RX_Byte[0]$_DFFE_PP_ / 0.79
after CTS: i_Rst_L / r_Bit_Index[2]$_SDFFCE_PP0P_ / 0.89
-- metal layers --
layer	up-vias	part of all wire (%)	GRT usage [%]
met3	2	9.8	1.97
met2	17	41	4.99
li1	417	-	-
met5	-	0	0
met4	0	0.46	0.260
met1	384	49	4.88
-- sequential cells by signal (all words and copies together), names as in the netlist --
| signal | count |
|---|---|
| o_RX_Byte | 8 |
| o_RX_DV | 1 |
| r_Bit_Index | 3 |
| r_Clock_Count | 8 |
| r_SM_Main | 5 |
-- power breakdown --
part | total, uW | switching (uW) | internal [uW] | leakage [uW]
Sequential | 650 | 113 | 536 | 0.000249
Clock | 214 | 111 | 103 | 0.0000255
Combinational | 361 | 198 | 163 | 0.000245
Total | 1220 | 423 | 802 | 0.000520
-- cell families after synthesis --
group,count (synthesis),share of synthesized area [%]
AND-OR/OR-AND,22,13.3
XOR/XNOR,4,2.85
adder cells (fa/ha/maj),3,3.05
buffers and inverters,7,2.44
flip-flops,25,58.7
multiplexers,1,0.915
AND/OR/NAND/NOR,43,18.7
Power figures rest on the tool's default switching activity, not on a simulated workload.
